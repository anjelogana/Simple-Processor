--- ./design.v ---
module BinaryTo7Seg
   (input i_Clk,
    input [3:0] i_Binary_Num,
    output o_Segment_A,
    output o_Segment_B,
    output o_Segment_C,
    output o_Segment_D,
    output o_Segment_E,
    output o_Segment_F,
    output o_Segment_G);
    reg [6:0] r_HexEncode = 7'h00;
    always @ (posedge i_Clk)
        begin
            case (i_Binary_Num)
                4'b0000 : r_HexEncode <= 7'h7E;
                4'b0001 : r_HexEncode <= 7'h30;
                4'b0010 : r_HexEncode <= 7'h6D;
                4'b0011 : r_HexEncode <= 7'h79;
                4'b0100 : r_HexEncode <= 7'h33;
                4'b0101 : r_HexEncode <= 7'h5B;
                4'b0110 : r_HexEncode <= 7'h5F;
                4'b0111 : r_HexEncode <= 7'h70;
                4'b1000 : r_HexEncode <= 7'h7F;
                4'b1001 : r_HexEncode <= 7'h7B;
                4'b1010 : r_HexEncode <= 7'h77; 
                4'b1011 : r_HexEncode <= 7'h1F;
                4'b1100 : r_HexEncode <= 7'h4E;
                4'b1101 : r_HexEncode <= 7'h3D;
                4'b1110 : r_HexEncode <= 7'h4F;
                4'b1111 : r_HexEncode <= 7'h47;                
            endcase
        end
    assign o_Segment_A = r_HexEncode[6];
    assign o_Segment_B = r_HexEncode[5];
    assign o_Segment_C = r_HexEncode[4];
    assign o_Segment_D = r_HexEncode[3];
    assign o_Segment_E = r_HexEncode[2];
    assign o_Segment_F = r_HexEncode[1];
    assign o_Segment_G = r_HexEncode[0];
endmodule
module DebounceSwitch
    (input i_Clk,
     input i_Switch,
     output o_Switch);
     parameter c_DEBOUNCE_LIMIT = 250000;  
     reg r_State = 1'b0;
     reg [17:0] r_Count = 0;  
     always @ (posedge i_Clk)
     begin
        if (i_Switch !== r_State && r_Count < c_DEBOUNCE_LIMIT)
            r_Count <= r_Count + 1;  
        else if (r_Count == c_DEBOUNCE_LIMIT)
            begin
                r_State <= i_Switch;
                r_Count <= 0;
            end
        else
            r_Count <= 0;
     end
     assign o_Switch = r_State;
endmodule
module alu(
    input clk,
    input [7:0] a,
    input [7:0] b,
    input [15:0] selector,
    output reg negative,
    output [3:0] left,
    output [3:0] right
);
    reg [7:0] result;
    always @(posedge clk) 
        begin
            case(selector)
                16'b0000000000000001: 
                    begin
                    result <= a + b;
                    negative <= 1'b0;
                    end
                16'b0000000000000010:
                    begin
                    if(a>b)
                        begin
                            negative <= 1'b0;
                            result <= a - b;
                        end
                    else
                        begin
                            negative <= 1'b1;
                            result <= b - a;
                        end
                    end
                16'b0000000000000100:
                    begin
                    result <= ~a;
                    negative <= 1'b0;
                    end
                16'b0000000000001000:
                    begin
                    result <= ~(a & b);
                    negative <= 1'b0;
                    end
                16'b0000000000010000:
                    begin
                    result <= ~(a | b);
                    negative <= 1'b0;
                    end
                16'b0000000000100000:
                    begin
                    result <= a & b;
                    negative <= 1'b0;
                    end
                16'b0000000001000000:
                    begin
                    result <= a ^ b;
                    negative <= 1'b0;
                    end
                16'b0000000010000000:
                    begin
                    result <= a | b;
                    negative <= 1'b0;
                    end
                16'b0000000100000000:
                    begin
                    result <= ~(a ^ b);
                    negative <= 1'b0;
                    end
            endcase
        end
        assign right = result[3:0];
        assign left  = result [7:4];
endmodule
module decoder(
    input [3:0] current_state,
    output reg [15:0] selector
);
always @(current_state)
    begin
        case(current_state)
            4'b0000 : selector = 16'b0000000000000001;
            4'b0001 : selector = 16'b0000000000000010;
            4'b0010 : selector = 16'b0000000000000100;
            4'b0011 : selector = 16'b0000000000001000;
            4'b0100 : selector = 16'b0000000000010000;
            4'b0101 : selector = 16'b0000000000100000;
            4'b0110 : selector = 16'b0000000001000000;
            4'b0111 : selector = 16'b0000000010000000;
            4'b1000 : selector = 16'b0000000100000000;
            default: selector  = 16'b0000000000000000;
        endcase
    end
endmodule
module fsm(
    input clk,
    input data_in,
    input reset,
    output reg [3:0] student_id,
    output reg [3:0] current_state
);
localparam [3:0]  
    s0 = 4'b0000,
    s1 = 4'b0001,
    s2 = 4'b0010,
    s3 = 4'b0011,
    s4 = 4'b0100,
    s5 = 4'b0101,
    s6 = 4'b0110,
    s7 = 4'b0111,
    s8 = 4'b1000;
    reg[3:0] track;
    always @(posedge clk, posedge reset) 
    begin
        if(reset == 1'b1)
            track <= s0;
        else
            begin
                case(track)
                    s0: track <= (data_in == 1'b1) ? s1 : s0;  
                    s1: track <= (data_in == 1'b1) ? s2 : s1;
                    s2: track <= (data_in == 1'b1) ? s3 : s2;
                    s3: track <= (data_in == 1'b1) ? s4 : s3;
                    s4: track <= (data_in == 1'b1) ? s5 : s4;
                    s5: track <= (data_in == 1'b1) ? s6 : s5;
                    s6: track <= (data_in == 1'b1) ? s7 : s6;
                    s7: track <= (data_in == 1'b1) ? s8 : s7;
                    s8: track <= (data_in == 1'b1) ? s0 : s8;
                    default: track <= s0;
                endcase
            end
    end
    always @(track)
    begin
        case (track)
            s0: begin
                student_id <= 4'b0101;
                current_state <= 4'b0000;
            end
            s1: begin
                student_id <= 4'b0000;
                current_state <= 4'b0001;
            end
            s2: begin
                student_id <= 4'b0001;
                current_state <= 4'b0010;
            end
            s3: begin
                student_id <= 4'b0000;
                current_state <= 4'b0011;
            end
            s4: begin
                student_id <= 4'b1000;
                current_state <= 4'b0100;
            end
            s5: begin
                student_id <= 4'b0101;
                current_state <= 4'b0101;
            end
            s6: begin
                student_id <= 4'b1001;
                current_state <= 4'b0110;
            end
            s7: begin
                student_id <= 4'b0111;
                current_state <= 4'b0111;
            end
            s8: begin
                student_id <= 4'b0010;
                current_state <= 4'b1000;
            end
            default: begin
                student_id <= 4'b1110;
                current_state <= 4'b1110;
            end
        endcase
    end
endmodule
module register(
    input clk,
  	input [7:0] d,
    input async_reset,
 	 output reg [7:0] q
);
always @(posedge clk, posedge async_reset)
    begin
        if(async_reset == 1'b1)
            q <= 8'b00000000;
        else
            q <=d;
    end
endmodule
module simpleprocessor_top(
    input i_Clk,       
    input i_Switch_1,  
    input i_Switch_2,  
    input i_Switch_3,  
    input i_Switch_4,  
    output reg o_LED_1,  
    output reg o_LED_2,
    output reg o_LED_3,
    output reg o_LED_4,
    output o_Segment1_A,
    output o_Segment1_B,
    output o_Segment1_C,
    output o_Segment1_D,
    output o_Segment1_E,
    output o_Segment1_F,
    output o_Segment1_G,
    output o_Segment2_A,
    output o_Segment2_B,
    output o_Segment2_C,
    output o_Segment2_D,
    output o_Segment2_E,
    output o_Segment2_F,
    output o_Segment2_G
    );
    wire reset = 1'b0;  
    reg [7:0] a = 8'b01011001;
    reg [7:0] b = 8'b01110010;
    reg  r_Switch_1;
    reg  r_Switch_2;
    reg  r_Switch_3;
    reg  r_Switch_4;
    wire w_Switch_1;
    wire w_Switch_2;
    wire w_Switch_3;
    wire w_Switch_4;
    wire w_Segment1_A;
    wire w_Segment1_B;
    wire w_Segment1_C;
    wire w_Segment1_D;
    wire w_Segment1_E;
    wire w_Segment1_F;
    wire w_Segment1_G;
    wire w_Segment2_A;
    wire w_Segment2_B;
    wire w_Segment2_C;
    wire w_Segment2_D;
    wire w_Segment2_E;
    wire w_Segment2_F;
    wire w_Segment2_G;
    reg click1 = 1'b0;  
    wire [7:0] adffp;  
    wire [7:0] bdffp;  
    register reg1(
        .clk(i_Clk),
        .d(a),
        .async_reset(reset),
        .q(adffp)
    );
    register reg2(
        .clk(i_Clk),
        .d(b),
        .async_reset(reset),
        .q(bdffp)
    );
    DebounceSwitch Instance1
    (.i_Clk(i_Clk),
     .i_Switch(i_Switch_1),
     .o_Switch(w_Switch_1));
     DebounceSwitch Instance2
    (.i_Clk(i_Clk),
     .i_Switch(i_Switch_2),
     .o_Switch(w_Switch_2));
     DebounceSwitch Instance3
    (.i_Clk(i_Clk),
     .i_Switch(i_Switch_3),
     .o_Switch(w_Switch_3));
    DebounceSwitch Instance4
    (.i_Clk(i_Clk),
     .i_Switch(i_Switch_4),
     .o_Switch(w_Switch_4));
    wire [3:0] student_id;  
    wire [3:0] current_state;
    fsm cu1(
        .clk(i_Clk),
        .data_in(click1), 
        .reset(reset),
        .student_id(student_id),
        .current_state(current_state)
    );
    wire [15:0] selector;
    decoder cu2(
        .current_state(current_state),
        .selector(selector)
    );
    wire negative;
    wire [3:0] left;
    wire [3:0] right;
    alu alogicunit(
        .clk(i_Clk),
        .a(adffp),
        .b(bdffp),
        .selector(selector),
        .negative(negative),
        .left(left),
        .right(right)
    );
    reg [3:0] sevsegl;
    reg [3:0] sevsegr;
    reg [3:0] r_Count = 4'b0000;
    always @ (posedge i_Clk)
    begin
        r_Switch_1 <= w_Switch_1;
        r_Switch_2 <= w_Switch_2;
        r_Switch_3 <= w_Switch_3;
        r_Switch_4 <= w_Switch_4;
        o_LED_1 <= negative;
        o_LED_2 <= negative;
        o_LED_3 <= negative;
        o_LED_4 <= negative;
        if (w_Switch_1 == 1'b0 && r_Switch_1 == 1'b1)  
          begin
            click1 <= 1'b1;
            if(r_Count ==10)
                r_Count <=0;
            else
                begin
                r_Count <= r_Count + 1;
                sevsegl <= r_Count + 1;
                sevsegr <= r_Count + 1;
                end
          end
        else if (w_Switch_2 == 1'b0 && r_Switch_2 == 1'b1)
          begin
            sevsegl <= left;
            sevsegr <= right;
          end
      	else if (w_Switch_3 == 1'b0 && r_Switch_3 == 1'b1)
          begin
            sevsegl <= student_id;
            sevsegr <= student_id;
          end
        else if (w_Switch_4 == 1'b0 && r_Switch_4 == 1'b1)
          begin
                sevsegl <= r_Count;
                sevsegr <= r_Count;
          end
        else
            click1 <= 1'b0;
    end
    BinaryTo7Seg SegInst1
    (.i_Clk(i_Clk),
     .i_Binary_Num(sevsegl),
     .o_Segment_A(w_Segment1_A),
     .o_Segment_B(w_Segment1_B),
     .o_Segment_C(w_Segment1_C),
     .o_Segment_D(w_Segment1_D),
     .o_Segment_E(w_Segment1_E),
     .o_Segment_F(w_Segment1_F),
     .o_Segment_G(w_Segment1_G));
    BinaryTo7Seg SegInst2
    (.i_Clk(i_Clk),
     .i_Binary_Num(sevsegr),
     .o_Segment_A(w_Segment2_A),
     .o_Segment_B(w_Segment2_B),
     .o_Segment_C(w_Segment2_C),
     .o_Segment_D(w_Segment2_D),
     .o_Segment_E(w_Segment2_E),
     .o_Segment_F(w_Segment2_F),
     .o_Segment_G(w_Segment2_G));
    assign o_Segment1_A = ~w_Segment1_A;
    assign o_Segment1_B = ~w_Segment1_B;
    assign o_Segment1_C = ~w_Segment1_C;
    assign o_Segment1_D = ~w_Segment1_D;
    assign o_Segment1_E = ~w_Segment1_E;
    assign o_Segment1_F = ~w_Segment1_F;
    assign o_Segment1_G = ~w_Segment1_G;
    assign o_Segment2_A = ~w_Segment2_A;
    assign o_Segment2_B = ~w_Segment2_B;
    assign o_Segment2_C = ~w_Segment2_C;
    assign o_Segment2_D = ~w_Segment2_D;
    assign o_Segment2_E = ~w_Segment2_E;
    assign o_Segment2_F = ~w_Segment2_F;
    assign o_Segment2_G = ~w_Segment2_G;
endmodule
--- ./run.sh ---
#!/bin/bash
# OpenROAD 26Q1-2900-gdf79404cd8, Yosys 0.63+post, stock flow scripts
make -C /OpenROAD-flow-scripts/flow DESIGN_CONFIG=/design/flow/config.mk WORK_HOME=/design/flow/orfs finish
--- ./config.mk ---
export PLATFORM = sky130hd
export DESIGN_NAME = simpleprocessor_top
export DESIGN_NICKNAME = simpleprocessor_top
export VERILOG_FILES = /design/flow/design.v
export SDC_FILE = /design/flow/constraint.sdc
export NUM_CORES = 4
export LEC_CHECK = 1
export CORE_UTILIZATION = 30
--- ./constraint.sdc ---
current_design simpleprocessor_top

set clk_period 3.3
set clk_io_pct 0.2

create_clock -name clk0 -period $clk_period [get_ports {i_Clk}]

set non_clock_inputs [all_inputs -no_clocks]
set_input_delay [expr $clk_period * $clk_io_pct] -clock clk0 $non_clock_inputs
set_output_delay [expr $clk_period * $clk_io_pct] -clock clk0 [all_outputs]
==> tab_implementation.tex <==
% Generated from flow reports
\begin{tabular}{lr}
\hline
Metric & Value \\
\hline
\multicolumn{2}{l}{\textbf{Timing}} \\
Max-slew headroom & 49.59\% \\
Total negative slack & 0 ns \\
Count of final hold-check violations & 0 \\
Setup ws final & 1.326 ns \\
Share of the clock period used by the worst path after layout & 59.82\% \\
Post-Route Skew & 0.006916 ns \\
Unrepaired setup endpoints after global routing & no \\
Slew Limit Fails & 0 \\
Achievable clock frequency & 0.5066 GHz \\
Total setup violations reported at the end of the flow & 0 \\
Worst Tran Pin Value & 0.7561 ns \\
Fin crit period & 1.974 ns \\
\multicolumn{2}{l}{\textbf{Logic synthesis}} \\
Post-synth cell types & 55 \\
Post-synth tally of flip-flops with integrated enable & 24 \\
Post-synthesis chip area from yosys & 6073 sq um \\
Number of instances in the synthesized netlist & 663 \\
Fraction of registers with async set/reset & 0\% \\
Number of warnings reported in the yosys synthesis log & 7 \\
Commonest register cell after synthesis & sky130\_fd\_sc\_hd\_\_dfxtp\_1 \\
Yosys cell count & 663 \\
Post-Syn Area & 6073 sq um \\
Registers, synthesis & 127 \\
Syn Area/Cell & 9.160 sq um \\
Register share after synthesis & 45.82\% \\
\multicolumn{2}{l}{\textbf{Clocking}} \\
Number of H-tree levels & 4 \\
Setup fix buffers added after clock tree synthesis & 0 \\
TritonCTS clock tree & done \\
Quantity of hold-fixing buffers added after cts & 0 \\
Clock Root Buffer & sky130\_fd\_sc\_hd\_\_clkbuf\_16 \\
TritonCTS buffer count & 17 \\
Deepest clock path buffer count & 2 \\
Late-Pin Clk Latency & 0.40 ns \\
Clock Sinks & 127 \\
Post-cts resize count & 0 \\
Clk slew on worst S/H paths & 0.06 ns \\
\multicolumn{2}{l}{\textbf{Power and ir drop}} \\
Net Switching & 0.7493 mW \\
Fraction of power consumed by combinational cells & 1.5\% \\
Sw frac & 21.05\% \\
Leakage power total & 2.556 nW \\
Internal & 2.811 mW \\
Share of total power in sequential cells & 45.1\% \\
Power per cell area & 502.7 nW/um\^{}2 \\
Part of the total power dissipated in the clock network & 53.4\% \\
Worst voltage drop across the vdd grid & 0.3350 mV \\
\multicolumn{2}{l}{\textbf{Floorplan}} \\
Core box area & 19650 sq um \\
Floorplan core density & 30.90\% \\
Row Count & 51 \\
\# IOs & 23 \\
Die height & 144.3 um \\
Area enclosed by the die boundary & 20820 sq um \\
Die extent in x & 144.3 um \\
\multicolumn{2}{l}{\textbf{Final layout}} \\
Share of layout cells above drive strength 1 & 7.569\% \\
Highest-count cells in the layout ignoring fill and taps & sky130\_fd\_sc\_hd\_\_dfxtp\_1, sky130\_fd\_sc\_hd\_\_nor2\_1, sky130\_fd\_sc\_hd\_\_inv\_1, sky130\_fd\_sc\_hd\_\_xnor2\_1, sky130\_fd\_sc\_hd\_\_nand3\_1 \\
Growth of design area from synthesis to finish & 16.60\% \\
Top logic cell by instance count in the layout & sky130\_fd\_sc\_hd\_\_dfxtp\_1 \\
Number of fill cells & 1962 \\
\multicolumn{2}{l}{\textbf{Routing}} \\
Detail Route met3 WL & 368 um \\
Total number of vias & 4259 \\
Met2 routed wirelength & 4.347 mm \\
Remaining design rule violation count & 0 \\
Drt first-iter violations & 167 \\
Wire length per cell after detailed routing & 10.59 um \\
Routed wire length & 10.09 mm \\
Antenna-violating nets left & 0 \\
Uppermost routed layer & met4 \\
1st-pass router iterations & 4 \\
Number of diodes & 0 \\
Per-cell via count in the routed design & 4.474 \\
Met1 Wirelength & 5.272 mm \\
\multicolumn{2}{l}{\textbf{Worst hold path}} \\
Hold crit path type & flop to flop \\
Hold Startpoint & alogicunit.negative \\
\multicolumn{2}{l}{\textbf{Critical path}} \\
FF-to-FF setup slack & 1.33 ns \\
Critical path capture point type & flop \\
CP Data Required Time & 3.34 ns \\
Crit path launch type & flop \\
Classification of the worst setup path & flop to flop \\
End point of the critical path & sevsegr[3] \\
Reg-to-reg critical path endpoint & sevsegr[3] \\
Worst endpoint data arrival time & 2.01 ns \\
Logic depth of the worst register-to-register path & 3 \\
Critical path peak fanout & 11 \\
Reg-to-reg critical path startpoint & Instance1.r\_State \\
Launch point of the critical path & Instance1.r\_State \\
\multicolumn{2}{l}{\textbf{GRT}} \\
First-pass GRT wire length & 17.29 mm \\
Number of global-route vias before repair & 3826 \\
Number of antenna violations at the first check in global routing & 0 \\
Total global routing overflow & 0 \\
Global Route Usage Sum & 10.41\% \\
Largest net degree at the start of global routing & 26 \\
\multicolumn{2}{l}{\textbf{Placement}} \\
Final weighted congestion of routability-driven global placement & 0.8562 \\
Post-Place Setup Slack & 1.216 ns \\
Port bufs & 22 \\
Post-detail-place hpwl & 6.813 mm \\
\multicolumn{2}{l}{\textbf{Job}} \\
Number of maximum-capacitance violations & 0 \\
Number of warnings the tools reported & 42 \\
\multicolumn{2}{l}{\textbf{Outcome}} \\
Status & finished clean \\
\hline
\end{tabular}
[worst min path at each step]
stage,to,slack [ns],depth (start not counted)
after global routing,o_LED_4,0.36,0
final,o_LED_4,0.35,0
after CTS,o_LED_4,0.35,0
[flip-flops by register name (all words and copies together) (netlist names), 3 cells and up]
signal / cells
r_Count: 4
sevsegr: 4
Instance4.r_Count: 18
SegInst2.r_HexEncode: 7
student_id: 4
SegInst1.r_HexEncode: 7
Instance3.r_Count: 18
Instance2.r_Count: 18
Instance1.r_Count: 18
cu1.track: 3
cu2.current_state: 4
alogicunit.result: 7
sevsegl: 4
[worst max-delay path, cell delays in order (launching register included)]
cell	delay (ns)
sky130_fd_sc_hd__edfxtp_1	0.40
sky130_fd_sc_hd__nand2b_1	0.25
sky130_fd_sc_hd__clkinv_1	0.32
sky130_fd_sc_hd__a21oi_1	0.64
[power by group through the flow]
stage,clock network [mW],registers (mW),logic (mW)
5_1_grt,2.02,1.61,0.0614
4_1_cts,1.95,1.60,0.0546
6_report,1.90,1.60,0.0528
[per-stage QoR]
step | hold WS [ns] | power [mW] | cells | util [%] | area [sq um]
after detailed placement | 0.3329 | 1.692 | 920 | 32.93 | 6471
final | 0.3455 | 3.560 | 952 | 36.03 | 7082
after global placement | 0.3284 | 1.691 | 920 | 32.93 | 6471
after floorplan | 0.3233 | 1.678 | 663 | - | 6073
after global routing | 0.3626 | 3.687 | 952 | 36.03 | 7082
after CTS | 0.3473 | 3.612 | 952 | 36.03 | 7082
[metal layers]
| metal | vias to the layer above | global-route usage (%) |
|---|---|---|
| li1 | 2308 | - |
| met1 | 1899 | 15.55 |
| met2 | 47 | 15.97 |
| met3 | 5 | 2.630 |
| met4 | 0 | 1.163 |
| met5 | - | 0 |
[cell type report]
cell class	instances	area [sq um]	area share, %
flip-flops and latches	127	2783	39.29
clock buffers	18	429.2	6.060
clock inverters	14	181.4	2.562
multi-input cells	456	2949	41.64
inverters	50	187.7	2.650
repair buffers	22	220.2	3.110
well taps	265	331.6	4.682
[cells by family (layout without fill, tap and decap cells)]
| family | count (synthesis) | in the layout | share of synthesized area, % |
|---|---|---|---|
| muxes | 11 | 11 | 2.348 |
| buffers and inverters | 80 | 104 | 5.624 |
| AOI/OAI and AO/OA | 65 | 65 | 7.231 |
| DFF | 127 | 127 | 45.82 |
| xor gates and xnor gates | 71 | 71 | 10.24 |
| adders and majority gates | 24 | 24 | 4.944 |
| and+or+nand+nor | 285 | 285 | 23.80 |
[cells in the mapped netlist, types with 4 or more instances]
master	number	area [sq um]
sky130_fd_sc_hd__and4_1	5	43.79
sky130_fd_sc_hd__nand2_1	30	112.6
sky130_fd_sc_hd__xor2_1	22	192.7
sky130_fd_sc_hd__nand4_1	27	168.9
sky130_fd_sc_hd__mux2_2	6	67.56
sky130_fd_sc_hd__o21ai_0	16	80.08
sky130_fd_sc_hd__a21oi_1	19	95.09
sky130_fd_sc_hd__dfxtp_1	103	2062
sky130_fd_sc_hd__nand2b_1	13	81.33
sky130_fd_sc_hd__inv_1	49	183.9
sky130_fd_sc_hd__ha_1	24	300.3
sky130_fd_sc_hd__nor4_1	22	137.6
sky130_fd_sc_hd__xnor2_1	49	429.2
sky130_fd_sc_hd__clkbuf_1	16	60.06
sky130_fd_sc_hd__buf_2	5	25.02
sky130_fd_sc_hd__nand3_1	33	165.2
sky130_fd_sc_hd__a31oi_1	5	31.28
sky130_fd_sc_hd__o22ai_1	4	25.02
sky130_fd_sc_hd__nor2b_1	6	37.54
sky130_fd_sc_hd__nor3_1	22	110.1
sky130_fd_sc_hd__nor2_1	101	379.1
sky130_fd_sc_hd__edfxtp_1	24	720.7
sky130_fd_sc_hd__and3_1	8	50.05
Power is estimated from default activity; no workload was simulated.
